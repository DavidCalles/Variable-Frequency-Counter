==> /design/flow/design.v <==
module Counter16Bits(
		input clk,
		input reset,
		output [15:0] count
	);
	reg [15:0] countSignal;
	always@(posedge clk)
	begin
		if (!reset) 
			countSignal <= 16'h0000;
		else
			countSignal <= countSignal + 16'h0001;	
	end
	assign count = countSignal;
endmodule
module DCalles_Lab7_7Segments(
		input clk,
		input reset,
		input [9:0] clkFactor,
		output [6:0] segment0,
		output [6:0] segment1,	
		output [6:0] segment2,
		output [6:0] segment3,	
		output [6:0] segment4
	);
	wire [6:0] segment0Signal;
	wire [6:0] segment1Signal;
	wire [6:0] segment2Signal;
	wire [6:0] segment3Signal;
	wire [6:0] segment4Signal;
	wire [3:0] digit0Signal;
	wire [3:0] digit1Signal;
	wire [3:0] digit2Signal;
	wire [3:0] digit3Signal;
	wire [3:0] digit4Signal;
	wire [15:0] countSignal;
	wire dividedclkSignal;
	SevenSegments SevenSegments0(
		digit0Signal, segment0Signal);
	SevenSegments SevenSegments1(
		digit1Signal, segment1Signal);
	SevenSegments SevenSegments2(
		digit2Signal, segment2Signal);
	SevenSegments SevenSegments3(
		digit3Signal, segment3Signal);
	SevenSegments SevenSegments4(
		digit4Signal, segment4Signal);
	Counter16Bits Counter16Bits0(
		dividedclkSignal, reset, countSignal);
	FreqDivider FreqDivider0(
		clk, reset, clkFactor, dividedclkSignal);
	ModuleDivision ModuleDivision0(
		countSignal, 16'h0001, 16'h000A, digit0Signal);
	ModuleDivision ModuleDivision1(
		countSignal, 16'h000A, 16'h000A, digit1Signal);
	ModuleDivision ModuleDivision2(
		countSignal, 16'h0064, 16'h000A, digit2Signal);
	ModuleDivision ModuleDivision3(
		countSignal, 16'h03E8, 16'h000A, digit3Signal);
	ModuleDivision ModuleDivision4(
		countSignal, 16'h2710, 16'h000A, digit4Signal);
	assign segment0 = segment0Signal;
	assign segment1 = segment1Signal;
	assign segment2 = segment2Signal;
	assign segment3 = segment3Signal;
	assign segment4 = segment4Signal;
endmodule
module FreqDivider(
		input clk,
		input reset,
		input [9:0] factor,
		output reg clk_out
);
	reg [31:0] countSignal = 32'd0;
	wire [31:0] clkFactorSignal;
	assign clkFactorSignal = {4'd0, factor, 18'd0};
	always@(posedge clk)
	begin
		if (!reset) begin
			countSignal <= 32'd0;
		end
		else begin
			if (countSignal < clkFactorSignal) begin 
				countSignal <= countSignal + 32'd1;
			end
			else begin
				countSignal <= 32'd0;
				clk_out <= ~clk_out;
			end
		end
	end
endmodule
module ModuleDivision( 
        input [15:0] number,
		  input [15:0] divider,
		  input [15:0] mod,
        output [3:0] result
    );
	reg [15:0]numberSignal = 16'd1;
	reg [15:0]dividerSignal = 16'd1;
	reg [15:0]moduleSignal = 16'd1;
	reg [3:0] resultSignal = 4'b1;
	always@(number)
	begin
		numberSignal <= number;
		dividerSignal <= divider;
		moduleSignal <= mod;
		resultSignal <= (numberSignal/dividerSignal) % moduleSignal;	
	end
	assign result = resultSignal;
endmodule
module SevenSegments(input [3:0] ones,
                     output reg[6:0] segments);
always@(ones)
begin
    case(ones)
        4'b0000 : segments = 7'b1000000;  
        4'b0001 : segments = 7'b1111001;  
        4'b0010 : segments = 7'b0100100;  
        4'b0011 : segments = 7'b0110000;  
        4'b0100 : segments = 7'b0011001;  
        4'b0101 : segments = 7'b0010010;  
        4'b0110 : segments = 7'b0000010;  
        4'b0111 : segments = 7'b1111000;  
        4'b1000 : segments = 7'b0000000;  
        4'b1001 : segments = 7'b0011000;  
        4'b1010 : segments = 7'b0001000;  
        4'b1011 : segments = 7'b0000011;  
        4'b1100 : segments = 7'b1000110;  
        4'b1101 : segments = 7'b0100001;  
        4'b1110 : segments = 7'b0000110;  
        4'b1111 : segments = 7'b0001110;  
        default : segments = 7'b0111111;  
    endcase
end
endmodule
==> /design/flow/run.sh <==
#!/bin/bash
# OpenROAD 26Q1-2900-gdf79404cd8, Yosys 0.63+post, stock flow scripts
make -C /OpenROAD-flow-scripts/flow DESIGN_CONFIG=/design/flow/config.mk WORK_HOME=/design/flow/orfs finish
==> /design/flow/config.mk <==
export PLATFORM = sky130hd
export DESIGN_NAME = DCalles_Lab7_7Segments
export DESIGN_NICKNAME = DCalles_Lab7_7Segments
export VERILOG_FILES = /design/flow/design.v
export SDC_FILE = /design/flow/constraint.sdc
export NUM_CORES = 4
export LEC_CHECK = 1
export CORE_UTILIZATION = 30
==> /design/flow/constraint.sdc <==
current_design DCalles_Lab7_7Segments

set clk_period 5.5
set clk_io_pct 0.2

create_clock -name clk0 -period $clk_period [get_ports {clk}]

set non_clock_inputs [all_inputs -no_clocks]
set_input_delay [expr $clk_period * $clk_io_pct] -clock clk0 $non_clock_inputs
set_output_delay [expr $clk_period * $clk_io_pct] -clock clk0 [all_outputs]
==> out/metrics.json <==
{
  "cts": {
    "cts.path.max_buffers": 2,
    "cts-root-buf": "sky130_fd_sc_hd__clkbuf_16",
    "cts_post_setup_buffers_inserted": 0,
    "htree_levels": 2,
    "cts_resized": 0,
    "post_cts_hold_buffer_count": 0,
    "cts_inserted_buffers": 5,
    "clock_insertion_delay_worst_skew_ns": 0.27,
    "tritoncts": "built",
    "clk_pin_slew_worst_paths_ns": 0.05
  },
  "floorplan": {
    "io-pin-count": 47,
    "floorplan.die.width_um": 179,
    "die-height_um": 179,
    "num_rows": 64,
    "chip_area_mm2": 0.0319,
    "initial_core_util_pct": 30.6,
    "core_mm2": 0.0306
  },
  "global_route": {
    "grt_start_max_net_pins": 60,
    "initial_antenna_violation_count": 0,
    "gr-usage-all-layers_pct": 15.7,
    "grt_pass1_wl_mm": 41.9,
    "grt-ovfl-total": 0,
    "first_global_vias": 8502
  },
  "sta": {
    "tns_ns": 0,
    "whs_ns": 0.476,
    "final_max_slew_viol_count": 0,
    "final.setup_skew_ns": 0.00747,
    "finalClockPeriodUsage_pct": 70.5,
    "slew-limit-headroom_pct": 35.6,
    "rsz0062_at_grt": "false",
    "post-route-min-period_ns": 3.88,
    "final_hold_viol_count": 0,
    "achievable-frequency_mhz": 258,
    "worst-slew-pin-transition_ns": 0.962,
    "register_pins_left_without_a_clock": 16,
    "setup_viol": 0,
    "unconstrained_endpoints": 51
  },
  "yosys": {
    "yosysSeqAreaShare_pct": 10.6,
    "synth_cells": 1371,
    "top_cell": "sky130_fd_sc_hd__nand2_1",
    "synthTopCellsByArea": "sky130_fd_sc_hd__dfxtp_1 (10%), sky130_fd_sc_hd__ha_1 (7.2%), sky130_fd_sc_hd__xnor2_1 (6.4%)",
    "ys_cells": 1371,
    "synth.yosys.chip_area_mm2": 0.00935,
    "synthesis_warnings": 4,
    "ys_dominant_reg_cell": "sky130_fd_sc_hd__dfxtp_1",
    "ys_async_sr_fraction_pct": 0,
    "postSynthAreaPerCell_um2": 6.82,
    "ys_types": 104,
    "synth.top_cell.area_share_pct": 10.3,
    "common_cells": "sky130_fd_sc_hd__nand2_1 (150), sky130_fd_sc_hd__nor2_1 (132), sky130_fd_sc_hd__o21ai_0 (88)",
    "synth_area_leader_cell": "sky130_fd_sc_hd__dfxtp_1",
    "number_of_enable_type_register_cells_in_the_synthesized_netlist": 1,
    "synth_flops": 49,
    "synth_area_mm2": 0.00935
  },
  "critical_path": {
    "endpoint_kind": "flop",
    "worst-setup-path-type": "input pin to flop",
    "worst-endpoint-arrival_ns": 4.09,
    "cp-start-kind": "input pin",
    "crit_fanout": 20,
    "cp_data_required_time_ns": 5.71,
    "crit_path_cell_trace": "clkdlybuf4s50_1 -> inv_1 -> ha_1 -> a21o_1 -> a21o_1 -> a21oi_1 -> nor2b_1 -> o21ai_0 -> nand2b_1 -> a21oi_1 -> nor2b_1 -> o21ai_0 -> nand2b_1 -> a211oi_1 -> nand2_1 -> buf_4 -> nor2_1",
    "cp_slowest_stage_delay_ns": 0.45,
    "timing.critical_path.slowest_stage_cell": "sky130_fd_sc_hd__clkdlybuf4s50_1"
  },
  "run": {
    "stage_log_warning_count": 56,
    "drv_cap": 0
  },
  "drt": {
    "antennaDiodeCount": 0,
    "antenna_left": 0,
    "routed_wirelength_mm": 24.8,
    "avgViaCountPerCell": 5.61,
    "drt-pass1-iter-count": 5,
    "remaining_drc_errors": 0,
    "drt_iter0_drc": 1024,
    "routedWlPerCell_um": 14.2,
    "routed-via-count": 9812
  },
  "power_and_ir_drop": {
    "power.leakage_nw": 3.69,
    "vdd.ir_drop.worst_v": 0.000175,
    "pwr_density_cell_mw_per_mm2": 53.0,
    "fin_total_pwr_mw": 0.541
  },
  "placed_design": {
    "finalWeightedCongestion": 0.920,
    "placed_cell_area_mm2": 0.0101,
    "port_buffers": 46,
    "hpwlAfterDp_mm": 18.1
  },
  "finish": {
    "post_layout_instance_area_mm2": 0.0102,
    "final_layout_size_suffix_gt1_share_pct": 6.29,
    "fill_cells": 3232,
    "area_growth_pct": 9.11
  },
  "min_path": {
    "hp-class": "flop to flop"
  },
  "outcome": {
    "status": "finished clean"
  }
}
-- final timing paths --
kind / cells past startpoint / end / from / slack, ns
min reg2reg: 1 / FreqDivider0.countSignal[0] / FreqDivider0.countSignal[0] / 0.48
max reg2reg: 15 / FreqDivider0.countSignal[14] / FreqDivider0.countSignal[19] / 2.60
max: 17 / FreqDivider0.countSignal[14] / clkFactor[1] / 1.62
min: 1 / FreqDivider0.countSignal[0] / FreqDivider0.countSignal[0] / 0.48
-- cells by family after synthesis --
group           Yosys count  share of synthesized area (%)
simple gates            546                           29.1
mux                      34                           3.96
compound gates          435                           32.9
xor+xnor                 93                           8.71
fa+ha+maj                58                           7.65
flops                    49                           10.6
buf+inv                 155                           6.98
other cells               1                         0.0401
-- flip-flops by register name, indices dropped and copies added (netlist names) --
register                    flops
Counter16Bits0.countSignal     16
FreqDivider0.clk_out            1
FreqDivider0.countSignal       32
-- worst max-delay path, delay by kind of cell --
kind            cells  cell delay, ns
fa+ha+maj           1            0.28
compound gates      7            1.25
simple gates        6            0.67
buf+inv             3            0.80
-- cell usage in the layout, fill, tap and decap left out, drive strengths merged, types with 17 or more instances in the layout --
master	count
a21oi	81
a31oi	17
and2	21
and3	19
buf	23
clkdlybuf4s50	46
dfxtp	48
ha	54
inv	55
mux2i	22
nand2	150
nand2b	21
nand3	53
nor2	133
nor3	41
o211ai	27
o21ai	98
o22ai	17
o31ai	22
xnor2	68
xor2	25
-- per-stage QoR --
step / instances / utilization (%) / worst slack [ns]
floorplan: 1373 / - / 2.14
global placement: 1740 / 32.9 / 1.30
detailed placement: 1740 / 32.9 / 1.33
CTS: 1748 / 33.4 / 1.60
global route: 1748 / 33.4 / 1.18
finish: 1748 / 33.4 / 1.62
-- cell type report --
| class | instances | area (um^2) | share of cell area (%) |
|---|---|---|---|
| multi-input combinational | 1169 | 7730 | 75.8 |
| clock inverter | 2 | 10.0 | 0.0981 |
| sequential | 49 | 992 | 9.72 |
| inverter | 57 | 214 | 2.10 |
| tap | 396 | 495 | 4.86 |
| timing repair buffer | 69 | 633 | 6.20 |
| clock buffer | 6 | 129 | 1.26 |
-- per-layer routing --
| metal | track usage (%) | wire, um | vias to the layer above |
|---|---|---|---|
| met2 | 24.0 | 10800 | 251 |
| met5 | 0 | 0 | - |
| met3 | 0.956 | 1170 | 22 |
| met1 | 24.6 | 12600 | 4485 |
| li1 | - | - | 5054 |
| met4 | 2.15 | 243 | 0 |
-- where the power goes --
| group | internal (mW) | leakage, nW | switching (mW) |
|---|---|---|---|
| clock network | 0.166 | 0.0706 | 0.0918 |
| logic | 0.0177 | 3.22 | 0.0126 |
| registers | 0.250 | 0.398 | 0.00382 |
Power figures rest on the tool's default switching activity, not on a simulated workload.
